==> flow/design.v <==
`timescale 1ms / 1ms
 module washingmachine(i_clk,i_lid,i_start,i_cancel,i_coin,i_mode_1,i_mode_2,i_mode_3,
                        o_idle,o_ready,o_soak,o_wash,o_rinse,o_spin,o_coinreturn,o_waterinlet,o_done);
	input i_clk,i_start,i_cancel,i_coin,i_lid,i_mode_1,i_mode_2,i_mode_3;
	output o_idle,o_ready,o_soak,o_wash,o_rinse,o_spin,o_waterinlet;
	output o_coinreturn,o_done;
	parameter IDLE  = 6'b000001,
	          READY = 6'b000010,
			  SOAK  = 6'b000100,
			  WASH  = 6'b001000,
			  RINSE = 6'b010000,
			  SPIN  = 6'b100000;
	   reg [5:0] PS,NS;
        reg soak_done,wash_done,rinse_done,spin_done;
        wire soak_up,wash_up,rinse_up,spin_up;
		wire soak_pause,wash_pause,rinse_pause,spin_pause;
		reg [18:0] soakcounter,washcounter,rinsecounter,spincounter;  
		assign soak_pause  = ( PS == SOAK )  && (i_lid) ; 
		assign wash_pause  = ( PS == WASH )  && (i_lid) ; 
		assign rinse_pause = ( PS == RINSE ) && (i_lid) ; 
		assign spin_pause  = ( PS == SPIN )  && (i_lid) ; 
		assign soak_up  = (PS == SOAK) && (i_mode_1 || i_mode_2 || i_mode_3);
		assign wash_up  = (PS == WASH);
		assign rinse_up = (PS == RINSE);
		assign spin_up  = (PS == SPIN);
        always@(i_mode_1,i_mode_2,i_mode_3,soakcounter)
		    begin
			    if(i_mode_1)
				  soak_done = (soakcounter == 75000) ? 1'b1 : 1'b0;
				else if(i_mode_2)
				  soak_done = (soakcounter == 120000) ? 1'b1 : 1'b0;
                else if(i_mode_3)
                  soak_done = (soakcounter == 150000) ? 1'b1 : 1'b0;		
             end
            always@(i_mode_1,i_mode_2,i_mode_3,washcounter)
		    begin
			    if(i_mode_1)
				  wash_done = (washcounter == 150000) ? 1'b1 : 1'b0;
				else if(i_mode_2)
				  wash_done = (washcounter == 225000) ? 1'b1 : 1'b0;
                else if(i_mode_3)
				  wash_done = (washcounter == 300000) ? 1'b1 : 1'b0;				  
			end
              always@(i_mode_1,i_mode_2,i_mode_3,rinsecounter)
		    begin
			    if(i_mode_1)
				  rinse_done = (rinsecounter == 75000) ? 1'b1 : 1'b0;
				else if(i_mode_2)
				  rinse_done = (rinsecounter == 120000) ? 1'b1 : 1'b0;
                else if(i_mode_3)
				  rinse_done = (rinsecounter == 150000) ? 1'b1 : 1'b0;				  
			end		
              always@(i_mode_1,i_mode_2,i_mode_3,spincounter)
		    begin
			    if(i_mode_1)
				  spin_done = (spincounter == 75000) ? 1'b1 : 1'b0;
				else if(i_mode_2)
				  spin_done = (spincounter == 120000) ? 1'b1 : 1'b0;
                else if(i_mode_3)
				  spin_done = (spincounter == 150000) ? 1'b1 : 1'b0;				  
			end	
        always@(posedge i_clk)
            begin
              if(i_start)
			        soakcounter <= 0;
			   if(soak_done)
                    soakcounter <= 0;
			   else if(soak_pause)
                    soakcounter <= soakcounter;			   
               else if(soak_up)
                    soakcounter <= soakcounter + 1'b1;				
            end
        always@(posedge i_clk)
            begin
              if(i_start)
			        washcounter <= 0;
				else if(wash_done)
                    washcounter <= 0;
				else if(wash_pause)
                    washcounter <= washcounter;		
                else if(wash_up)
                    washcounter <= washcounter + 1'b1;				
            end
		always@(posedge i_clk)
            begin
              if(i_start)
			        rinsecounter <= 0;
			   else if(rinse_done)
                    rinsecounter <= 0;
			   else if(rinse_pause)
                    rinsecounter <= rinsecounter;		
               else if(rinse_up)
                    rinsecounter <= rinsecounter + 1'b1;				
            end
        always@(posedge i_clk)
            begin
              if(i_start)
			        spincounter <= 0;
			   else if(spin_done)
                    spincounter <= 0;
			   else if(spin_pause)
                    spincounter <= spincounter;			
               else if(spin_up)
                    spincounter <= spincounter + 1'b1;				
            end			
	   always@(posedge i_clk)
	       begin
		       if(i_start)
			      PS <= IDLE;
			   else if(i_cancel)
                  PS <= IDLE;
               else
                  PS <= NS;			   
		   end
   always@(*)		 
             begin
				case(PS)
				  IDLE : begin 
				          if(i_coin && !i_lid && !i_cancel)
						     NS <= READY;
						  else
                             NS <= PS;						  
						 end
				  READY : begin 
                    if(!i_lid && !i_cancel && (i_mode_1 || i_mode_2 || i_mode_3))
							  NS <= SOAK;
							else
                              NS <= PS;							
				          end
                  SOAK : begin 
                    if(!i_lid && !i_cancel && soak_done)
							  NS <= WASH;
							else
                              NS <= PS;							
				         end
                  WASH : begin 
                         if(!i_lid && !i_cancel && wash_done)    
							  NS <= RINSE;
							else
                              NS <= PS;							
				         end
                  RINSE : begin 
                    if(!i_lid && !i_cancel && rinse_done)
							  NS <= SPIN;
							else
                              NS <= PS;	
				          end
                  SPIN : begin 
                    if(!i_lid && !i_cancel && spin_done)
							  NS <= IDLE;
							else
                              NS <= PS;	
				         end	
                  default :  NS <= IDLE;
                endcase         
		    end			 
        assign o_idle = (PS == IDLE);
        assign o_ready = (PS == READY);
        assign o_soak = (PS == SOAK);
        assign o_wash = (PS == WASH);
        assign o_rinse = (PS == RINSE);
        assign o_spin = (PS == SPIN);
        assign o_waterinlet = (PS == SOAK) || (PS == WASH) || (PS == RINSE) ;
        assign o_coinreturn = (PS == READY)	&& (i_cancel);
        assign o_done = (PS == SPIN) && (spin_done);
	endmodule
==> flow/run.sh <==
#!/bin/bash
# OpenROAD 26Q1-2900-gdf79404cd8, Yosys 0.63+post, stock flow scripts
make -C /OpenROAD-flow-scripts/flow DESIGN_CONFIG=/design/flow/config.mk WORK_HOME=/design/flow/orfs finish
==> flow/config.mk <==
export PLATFORM = sky130hd
export DESIGN_NAME = washingmachine
export DESIGN_NICKNAME = washingmachine
export VERILOG_FILES = /design/flow/design.v
export SDC_FILE = /design/flow/constraint.sdc
export NUM_CORES = 4
export LEC_CHECK = 1
export CORE_UTILIZATION = 30
==> flow/constraint.sdc <==
current_design washingmachine

set clk_period 3.1
set clk_io_pct 0.2

create_clock -name clk0 -period $clk_period [get_ports {i_clk}]

set non_clock_inputs [all_inputs -no_clocks]
set_input_delay [expr $clk_period * $clk_io_pct] -clock clk0 $non_clock_inputs
set_output_delay [expr $clk_period * $clk_io_pct] -clock clk0 [all_outputs]
==> flow_summary_export.csv <==
group,metric,value,unit
power,p_per_area,441,nW/µm²
synthesis,async_reset_ff_frac,0,
power,swShare,0.206,
placed_design,placed_area,4740,µm²
timing,setup_viol,0,
route,drt_iter0_drc,311,
synthesis,ys_types,48,
clock_network,cts_root_buf,"clkbuf_16",
synthesis,ys_cells,539,
route,antennaDiodeCount,0,
placed_design,port_buffers,16,
critical_path,critPathCaptureType,"primary output",
timing,finalCriticalPeriod,2.35,ns
power,leakage,1.55,nW
power,p_int,1.77,mW
global_route,grt_pass1_vias,3719,
route,drc,0,
synthesis,synth-area-yosys,4360,µm²
floorplanning,num_rows,43,
cells_and_area,syn2layout_area_growth,15.7,%
placed_design,dp_hpwl,7.18,mm
power,seqPwrFrac,0.475,
cells_and_area,drive_above_1_share,0.0628,
clock_network,clockBufferDepth,2,
global_route,overflow,0,
timing,slew_headroom,0.524,
job,drv_cap,0,
critical_path,critPathRequiredTime,2.48,ns
floorplanning,dieHeight,123,µm
clock_network,clk_latency,0.34,ns
timing,hold_violations,0,
cells_and_area,most-common-layout-cells,"dfxtp_1, nor2_1, nand2_1, a21oi_1, o21ai_0",
clock_network,cts_tree,"built",
timing,untimed_endpoints,4,
clock_network,cts_max_level,3,
cells_and_area,lay_top_count,"dfxtp_1",
job,tool_warnings,29,
route,vias,3953,
route,wl,10.4,mm
floorplanning,fp_util,0.310,
route,wl_per_cell,14.1,µm
timing,slew_viol_final,0,
clock_network,cts_resized,0,
global_route,grt_usage,0.154,
placed_design,preCtsSetupSlack,0.431,ns
outcome,status,"finished clean",
timing,clock_skew,0.00640,ns
floorplanning,io_pins,17,
critical_path,start_kind,"input pin",
timing,fmax,425,MHz
worst_hold_path,hp-class,"flop to flop",
synthesis,synth_area,4360,µm²
critical_path,worstSetupPathType,"input pin to primary output",
timing,rsz0062_at_grt,"false",
timing,setup_tns,0,ns
power,switchingPower,458,µW
synthesis,syn_avg_cell_area,8.09,µm²
timing,unclocked_regs,4,
synthesis,synthCells,539,
synthesis,flop_cell,"dfxtp_1",
placed_design,place_congestion,0.836,
global_route,grt_pass1_wl,18.2,mm
power,ir_drop,0.000262,V
floorplanning,die_w,123,µm
route,drtAntennaViolNets,0,
floorplanning,chipArea,15000,µm²
timing,setup_slack,0.749,ns
synthesis,yosys_warnings,1,
clock_network,clk_pin_slew,0.06,ns
global_route,antenna_found_initial,0,
critical_path,critPathArrivalTime,1.73,ns
floorplanning,coreArea,14000,µm²
timing,timing.final.crit_share,0.758,
power,pwr-share-comb,0.032,
global_route,grt_max_degree,20,
synthesis,numSynthFlops,86,
clock_network,numCtsBuffers,9,
route,firstDrtPassIters,5,
critical_path,path_max_fanout,3,
clock_network,cts_setup_buffers,0,
clock_network,holdBufCountCts,0,
cells_and_area,final_cell_area,5040,µm²
cells_and_area,utilization,0.359,
route,routed_via_density,5.36,
timing,timing_worst_slew_pin_value,0.712,ns
synthesis,edf_count,0,
power,clockPowerShare,0.492,
[worst max-delay path, cell delays in order]
cell and delay, ns:
clkdlybuf4s50_1 0.52, and2_1 0.14, clkdlybuf4s50_1 0.45
[final timing paths]
kind | from | end | slack (ns) | depth (start not counted)
min | spincounter[18] | spincounter[18] | 0.50 | 2
max | i_cancel | o_coinreturn | 0.75 | 3
max reg2reg | soakcounter[4] | soakcounter[12] | 1.07 | 4
min reg2reg | spincounter[18] | spincounter[18] | 0.50 | 2
[power by group through the flow]
stage     clock network, mW  registers, mW  logic, mW
6_report               1.10           1.06     0.0722
4_1_cts                1.12           1.06     0.0722
5_1_grt                1.16           1.06     0.0794
[metrics by stage]
step           power [mW]  hold WS [ns]  instances
2_1_floorplan        1.12         0.452        539
3_3_place_gp         1.15         0.476        722
3_5_place_dp         1.15         0.487        722
4_1_cts              2.25         0.498        737
5_1_grt              2.29         0.520        737
6_report             2.22         0.499        737
[area by class of cell]
cell class	instances	area, µm²
Timing Repair Buffer	28	250
Fill cell	1406	9000
Clock inverter	2	35.0
Sequential cell	86	1700
Tap cell	180	225
Clock buffer	13	270
Inverter	17	63.8
Multi-Input combinational cell	411	2490
[kinds of logic (layout without fill, tap and decap cells)]
group / after synthesis / count (layout) / synth area share
flip-flops: 82 / 82 / 0.377
adder cells (fa/ha/maj): 8 / 8 / 0.0230
buffers and inverters: 42 / 60 / 0.0370
latches: 4 / 4 / 0.0138
AND/OR/NAND/NOR: 256 / 256 / 0.322
AND-OR/OR-AND: 115 / 115 / 0.163
XOR/XNOR: 32 / 32 / 0.0643
[sequential cells by signal, summed over array words and instances, names as in the netlist]
register	flops
spincounter	19
rinsecounter	19
soak_done	1
soakcounter	19
washcounter	19
PS	6
spin_done	1
wash_done	1
rinse_done	1
[cells in the mapped netlist, types with 3 or more instances]
master | number | area (µm²)
nor3b_1 | 3 | 22.5
nor4b_1 | 5 | 43.8
o31a_1 | 3 | 26.3
nor3_1 | 12 | 60.1
nand4b_1 | 4 | 35.0
dfxtp_1 | 82 | 1640
or4_1 | 18 | 135
xor2_1 | 14 | 123
nor2_1 | 59 | 221
nand3b_1 | 4 | 30.0
inv_1 | 17 | 63.8
buf_2 | 3 | 15.0
and3_1 | 3 | 18.8
and2_1 | 5 | 31.3
nand3_1 | 20 | 100
nor2b_1 | 4 | 25.0
or3_1 | 24 | 150
a32oi_1 | 7 | 61.3
nand2b_1 | 3 | 18.8
o31ai_1 | 12 | 90.1
ha_1 | 8 | 100
or2_2 | 4 | 25.0
and4_1 | 7 | 61.3
o21ai_0 | 28 | 140
clkbuf_1 | 20 | 75.1
a21oi_1 | 41 | 205
a41oi_1 | 3 | 26.3
nand4_1 | 20 | 125
a31o_2 | 3 | 26.3
o211ai_1 | 4 | 30.0
nor4_1 | 9 | 56.3
a21o_1 | 4 | 30.0
a31oi_1 | 4 | 25.0
xnor2_1 | 18 | 158
nand2_1 | 44 | 165
dlxtn_1 | 4 | 60.1
[routing by layer]
layer / vias to the layer above / GRT usage / routed length (µm)
li1: 2016 / - / -
met1: 1835 / 0.243 / 5320
met2: 93 / 0.228 / 4460
met3: 9 / 0.0294 / 514
met4: 0 / 0.0152 / 130
met5: - / 0 / 0
No activity file was given, so power comes from the tool's default toggle rates.
