<file path="design/flow/design.v">
module Password (
    input clk,
    input rst,
    input [3:0] key,
    input unlock_button,
    output reg led_green,
    output reg led_red,
    output reg led_lock
);
   reg [15:0] count;
   reg [15:0] lock_count;
   always @(posedge unlock_button) begin
	   if(rst) begin
		    led_green 	<= 1'b0;
		    led_red 	<= 1'b0;
		    led_lock 	<= 1'b0;
		    count 	<= 1'b0;
	   end
	    if(key == 5'b0101 & led_lock == 0) begin
		    led_green 	<= 1'b1;
		    led_red 	<= 1'b0;
		    led_lock 	<= 1'b0;
		    count 	<= 1'b0;
	    end
	    else begin
		    if(count < 3)   begin
			    count = count + 1;
			    led_red = 1'b1;
		    	    led_green = 1'b0;
		    end
	    	    if(lock_count == 0 & led_lock == 0 & count >3)
			   count = 0; 
	    end
    end
    always @(posedge clk) begin
	    if(rst) lock_count = 0;
	    if(count >= 3 && led_lock == 0) begin
		    led_lock = 1; 
		    lock_count = 10;
	    end
	    if(lock_count == 0) led_lock <= 1'b0;
	    if(led_lock)
		    lock_count = lock_count - 1;
	    if(led_red & unlock_button) 
		    led_red <= 0;
    end
endmodule : Password
</file>
<file path="design/flow/run.sh">
#!/bin/bash
# OpenROAD 26Q1-2900-gdf79404cd8, Yosys 0.63+post, stock flow scripts
make -C /OpenROAD-flow-scripts/flow DESIGN_CONFIG=/design/flow/config.mk WORK_HOME=/design/flow/orfs finish
</file>
<file path="design/flow/constraint.sdc">
current_design Password

set clk_period 1.6
set clk_io_pct 0.2

create_clock -name clk0 -period $clk_period [get_ports {clk}]
create_clock -name clk1 -period $clk_period [get_ports {unlock_button}]

set non_clock_inputs [all_inputs -no_clocks]
set_input_delay [expr $clk_period * $clk_io_pct] -clock clk0 $non_clock_inputs
set_output_delay [expr $clk_period * $clk_io_pct] -clock clk0 [all_outputs]
</file>
<file path="design/flow/config.mk">
export PLATFORM = sky130hd
export DESIGN_NAME = Password
export DESIGN_NICKNAME = Password
export VERILOG_FILES = /design/flow/design.v
export SDC_FILE = /design/flow/constraint.sdc
export NUM_CORES = 4
export LEC_CHECK = 1
export CORE_AREA = 10 10 110 110
export DIE_AREA = 0 0 120 120
</file>
==> GITHUB_STEP_SUMMARY <==
## Implementation flow summary

| Metric | Value |
|---|---|
| Outcome | finished clean |
| Yosys cell types | 21 |
| Gp weighted congestion | 0.7751 |
| Yosys Chip Area | 1099 um^2 |
| Clock slew at reported path FFs | 0.06 ns |
| Main synth FF type | dfxtp_1 |
| Worst hold path type | reg2reg |
| Final hold vios | 0 |
| Post-synthesis cell area | 1099 um^2 |
| Max FO, Critical Path | 14 |
| Setup ws final | 0.1632 ns |
| First-pass GRT wire length | 2.856 mm |
| Fin. max-slew vios | 0 |
| Seq/Total Area, Yosys | 0.6014 |
| Global Route Usage Sum | 0.02374 |
| Mux frac, synth | 0 |
| DIE AREA | 14400 um^2 |
| Vias/cell | 2.598 |
| Placed Area | 1303 um^2 |
| Endpoints failing setup | 0 |
| Setup_tns | 0 ns |
| Fraction of the mapped netlist area in simple logic gates | 0.2847 |
| Horiz. Die Dim | 120 um |
| Cts repair resizes | 0 |
| Power per Cell Area | 1278 nW/um^2 |
| Hold slack | 0.4560 ns |
| Synth flops | 33 |
| Post-Synthesis Mean Instance Area | 11.44 um^2 |
| Ys cells | 96 |
| Setup bufs post-CTS | 0 |
| Top cell area share | 0.6014 |
| Async S/R FF share, synth | 0 |
| Crit end category | flip-flop |
| Number of global-route vias before repair | 651 |
| Synth Warn # | 5 |
| IO Count | 10 |
| Drt first pass iters | 3 |
| Critical path class | reg2reg |
| Leakage power | 0.0005315 uW |
| Fp util | 0.1124 |
| Critical Path Source Type | flip-flop |
| DRC | 0 |
| Yosys adder share | 0.01139 |
| Skew final | 0.001061 ns |
| Die Span Y | 120 um |
| Layout cell share with drive strength beyond 1 | 0.1296 |
| Routed wire length | 1.626 mm |
| Antenna Cells | 0 |
| Num Clock Sinks | 33 |
| Routed Antenna Nets | 0 |
| Finished Cell Area | 1403 um^2 |
| Crit path DAT | 1.58 ns |
| Placeable Area | 9774 um^2 |
| EDFF count, synth | 0 |
| Dominant logic cell type in the layout | dfxtp_1 |
| WL per Instance | 6.747 um |
| Final core occ | 0.1435 |
| XOR Share, Synth | 0 |
| AO/OA Area Share | 0.05809 |
| Post-Place Worst Slack | 0.01587 ns |
| Setup repair after global routing missed its margin | no |
| Largest net degree at the start of global routing | 15 |
| WP data required | 1.74 ns |
| Synth Instances | 96 |
| Top cells excl fill/tap | 33 x dfxtp_1, 28 x and2_1, 7 x clkbuf_8, 6 x clkdlybuf4s50_1, 4 x nor4_1 |
| Area grow syn2layout | 27.68% |
| # rows | 36 |
| Dpl hpwl | 1.207 mm |
| Maxcap violations | 0 |
| Tool Warnings | 26 |
| VDD IR max | 0.0004231 V |
| Hold Buf Count CTS | 0 |
| CTS tree | done |
| Via count | 626 |
| Initial DRC count | 49 |
| # port buffers | 6 |
| Grt ovf | 0 |
| Initial antenna violation count | 0 |
| Top cells, area | dfxtp_1 60%, and2_1 16%, nor4_2 3.4%, nor4_1 2.3%, buf_4 2.1% |
| Top logic family | simple AND/OR/NAND/NOR gates |
| Cell taking the most area after synthesis | dfxtp_1 |
## stage by stage
stage / power [uW] / std cells
finish: 1792 / 241
global route: 1896 / 241
CTS: 1811 / 241
detailed placement: 1164 / 233
global placement: 1159 / 233
floorplan: 1104 / 97
## registers in the layout, summed over array words and instances (netlist names)
name and count:
led_green 1, count 16, lock_count 16
## layer usage
layer	vias to the layer above	part of all wire	wire, um	global-route usage
li1	347	-	-	-
met1	266	0.50	808	0.02940
met2	7	0.41	670	0.03301
met3	6	0.064	104	0.01523
met4	0	0.026	42	0.007541
met5	-	0	0	0
## final timing paths
kind,from,to,slack [ns],cells after the start
max in group clk0,count[4]$_SDFF_PP0_,lock_count[15]$_DFF_P_,0.23,5
setup reg to reg,lock_count[14]$_DFF_P_,count[8]$_SDFF_PP0_,0.16,4
hold / removal,lock_count[8]$_DFF_P_,lock_count[8]$_DFF_P_,0.46,1
setup / recovery,lock_count[14]$_DFF_P_,count[8]$_SDFF_PP0_,0.16,4
hold reg to reg,lock_count[8]$_DFF_P_,lock_count[8]$_DFF_P_,0.46,1
min in group clk1,led_green$_SDFFE_PP1N_,led_green$_SDFFE_PP1N_,0.46,1
## Yosys cell counts, types with 2 or more instances
cell / count
o21ai_0: 2
nor4_2: 3
o31ai_1: 2
o211ai_1: 2
nor4_1: 4
dfxtp_1: 33
nor2_1: 2
inv_1: 3
and2_1: 28
nor2b_1: 2
nand4_1: 3
buf_4: 3
## area by class of cell
type / instances / area (um^2)
fill: 1092 / 8372
sequential: 33 / 660.6
multi-input combinational: 57 / 396.6
tap: 133 / 166.4
clock buffer: 8 / 100.1
timing repair buffer: 7 / 67.56
inverter: 3 / 11.26
## report_power, final
group | switching [uW] | internal, uW
registers | 28.2 | 878
clock network | 257 | 394
logic | 121 | 114
## kinds of logic after synthesis
kind of cell               count (synthesis)
DFF                                       33
AOI/OAI and AO/OA                          8
adders and majority gates                  1
buffers and inverters                      7
and+or+nand+nor                           46
other                                      1
## critical path: stages (launching register included)
cell and delay [ns]:
dfxtp_1 0.31, nor4_1 0.33, nand4_1 0.24, o21ba_4 0.30
and2_1 0.16
Power and IR drop assume default switching activity.
